<file path="design/flow/config.mk">
export PLATFORM = sky130hd
export DESIGN_NAME = part3
export DESIGN_NICKNAME = part3
export VERILOG_FILES = /design/flow/design.v
export SDC_FILE = /design/flow/constraint.sdc
export NUM_CORES = 4
export LEC_CHECK = 1
export CORE_AREA = 10 10 70 70
export DIE_AREA = 0 0 80 80
</file>
<file path="design/flow/run.sh">
#!/bin/bash
# OpenROAD 26Q1-2900-gdf79404cd8, Yosys 0.63+post, stock flow scripts
make -C /OpenROAD-flow-scripts/flow DESIGN_CONFIG=/design/flow/config.mk WORK_HOME=/design/flow/orfs finish
</file>
<file path="design/flow/design.v">
`timescale 1ns / 1ns  
module part3(SW,HEX0);
    input [9:0] SW;
    output [6:0] HEX0;
	hex0 attempt0(SW[0], SW[1], SW[2], SW[3], HEX0[0]);
	hex1 attempt1(SW[0], SW[1], SW[2], SW[3], HEX0[1]);
	hex2 attempt2(SW[0], SW[1], SW[2], SW[3], HEX0[2]);
	hex3 attempt3(SW[0], SW[1], SW[2], SW[3], HEX0[3]);
	hex4 attempt4(SW[0], SW[1], SW[2], SW[3], HEX0[4]);
	hex5 attempt5(SW[0], SW[1], SW[2], SW[3], HEX0[5]);
	hex6 attempt6(SW[0], SW[1], SW[2], SW[3], HEX0[6]);
endmodule
module hex0(input SW0, SW1, SW2, SW3, output h0);
	assign h0 = 
			(!SW3&!SW2&!SW1&SW0) |
			(!SW3&SW2&!SW1&!SW0) |
			(SW3&SW2&!SW1&SW0) |
			(SW3&!SW2&SW1&SW0);
endmodule
module hex1(input SW0, SW1, SW2, SW3, output h1);
	assign h1 = 
			(!SW3&SW2&!SW1&SW0) |
			(!SW3&SW2&SW1&!SW0) |
			(SW3&!SW2&SW1&SW0) |
			(SW3&SW2&!SW1&!SW0) |
			(SW3&SW2&SW1&!SW0) |
			(SW3&SW2&SW1&SW0);
endmodule
module hex2(input SW0, SW1, SW2, SW3, output h2);
	assign h2 = 
			(!SW3&!SW2&SW1&!SW0) |
			(SW3&SW2&!SW1&!SW0) |
			(SW3&SW2&SW1&!SW0) |
			(SW3&SW2&SW1&SW0);
endmodule
module hex3(input SW0, SW1, SW2, SW3, output h3);
	assign h3 = 
			(!SW3&!SW2&!SW1&SW0) |
			(!SW3&SW2&!SW1&!SW0) |
			(!SW3&SW2&SW1&SW0) |
			(SW3&!SW2&!SW1&SW0) |
			(SW3&!SW2&SW1&!SW0) |
			(SW3&SW2&SW1&SW0);
endmodule
module hex4(input SW0, SW1, SW2, SW3, output h4);
	assign h4 = 
			(!SW3&!SW2&!SW1&SW0) |
			(!SW3&!SW2&SW1&SW0) |
			(!SW3&SW2&!SW1&!SW0) |
			(!SW3&SW2&!SW1&SW0) |
			(!SW3&SW2&SW1&SW0) |
			(SW3&!SW2&!SW1&SW0);
endmodule
module hex5(input SW0, SW1, SW2, SW3, output h5);
	assign h5 = 
			(!SW3&!SW2&!SW1&SW0) |
			(!SW3&!SW2&SW1&!SW0) |
			(!SW3&!SW2&SW1&SW0) |
			(!SW3&SW2&SW1&SW0) |
			(SW3&SW2&!SW1&SW0);
endmodule
module hex6(input SW0, SW1, SW2, SW3, output h6);
	assign h6 = 
			(!SW3&!SW2&!SW1&!SW0) |
			(!SW3&!SW2&!SW1&SW0) |
			(!SW3&SW2&SW1&SW0) |
			(SW3&SW2&!SW1&!SW0);
endmodule
</file>
<file path="design/flow/constraint.sdc">
current_design part3

set clk_period 1.2
set clk_io_pct 0.2

create_clock -name clk0 -period $clk_period

set non_clock_inputs [all_inputs -no_clocks]
set_input_delay [expr $clk_period * $clk_io_pct] -clock clk0 $non_clock_inputs
set_output_delay [expr $clk_period * $clk_io_pct] -clock clk0 [all_outputs]
</file>
==> results.txt <==
Figures from the flow reports.

Status:
- The flow ran to the end, but the final reports show violations.
- The final reports fail on setup timing.

Synthesis:
- After synthesis, the netlist uses 22 different library cells.
- Looking at area per cell type in the netlist, the leader is buf_4.
- By area the synthesized netlist is led by buf_4 23%, o22ai_1 8.2%, o31ai_1 6.5%.
- The run gives the cell area after technology mapping as 230 um2.
- The run gives the sequential cell area fraction in the yosys report as 0.
- The run gives the fraction of post-synthesis cell area in the top cell type by area as 0.228.
- The run gives the total cells reported by yosys after synthesis as 37.
- Yosys reports that the most numerous cell types are 7 x buf_4, 3 x inv_1, 3 x o22ai_1.
- The run puts the area of the synthesized netlist per yosys stat at 230 um2.
- The run puts the total of warnings raised by yosys at 0.
- Yosys instantiated no cell more often than buf_4.
- The run puts the average cell area after synthesis at 6.22 um2.
- The synthesized instance count is 37.

Timing:
- The run puts the max-slew violation count at 0.
- In the post-route analysis, the smallest setup slack over all paths is -0.164 ns.
- The run puts the final hold violation count at 0.
- The run puts the final period demand of the worst path at 1.36 ns.
- The run puts the final tally of setup violations at 6.
- The run gives the final period utilization as 1.14.
- Setup repair after global routing could not meet its margin everywhere.
- The run puts the worst slew slack as a fraction of its limit at 0.866.
- The run gives the measured slew at the worst slew-check pin as 0.200 ns.
- The flow reports an fmax of 0.733 GHz.

Finish:
- The run gives the number of filler cells placed in the layout as 383.
- In the final layout, the share of cells above drive strength 1 is 0.792.
- Relative to the synthesized area, the layout overhead comes to 139%.
- The final layout report lists a clock buffer count of 0.
- The run puts the flop count at 0.
- Once layout is complete, the utilization of the core stands at 0.161.
- The run gives the total area of sequential cells as 0 um2.

Die:
- The floorplan step set the die height to 80 um.
- The run puts the boundary pin count at 17.
- The run puts the share of the core filled by cells before placement at 0.0674.
- The run puts the die extent in x at 80 um.
- The run gives the chip area as 0.00640 mm2.
- In this run the standard cell core region covers 0.00342 mm2.
- The floorplan has 21 rows.

Global routing:
- The run puts the wire length of the first global-routing pass at 1.63 mm.
- The run puts the number of global-route vias before repair at 309.
- The total overflow left after global routing is 0.
- Entering global routing, the biggest net connects 8 pins.
- The run gives the number of antenna violations at the first check in global routing as 0.
- The run gives the aggregate global-route resource usage as 0.0296.

Setup path:
- The run gives the critical path data arrival time as 1.12 ns.
- Looking at the setup timing report, the critical path kind is input port to output pin.
- The run puts the top fanout value on the critical path at 3.
- STA classifies the critical path startpoint as an input port.
- The run gives the critical path endpoint category as an output pin.
- The run puts the required time at the endpoint of the critical path at 0.96 ns.

Power and ir drop:
- The run gives the total power per unit cell area as 343 mW/mm2.
- The run puts the overall power after layout at 0.000189 W.
- The analysis reports a worst IR drop on VDD of 0.0550 mV.
- The analysis attributes to cell leakage a power of 0.232 nW.

Run:
- The run gives the max-cap violation count as 0.
- The run gives the total tool warning count as 41.

Clocking:
- The run puts the number of buffers inserted by hold repair at cts at 0.

Route:
- The detail route stage leaves a number of antenna-violating nets equal to 0.
- The run gives the total wire length as 973 um.
- The run gives the vias per cell as 3.23.
- Across all layers, the routed design uses 320 vias.
- The run gives the routed wirelength normalized by instance count as 9.83 um.
- The run puts the total DRC errors in the routed layout at 0.
- The run puts the initial DRC count at 29.
- The number of antenna diodes in the final layout is 0.
- The run gives the length of the first detailed-routing pass in iterations as 2.

Worst hold path:
- The type recorded for the worst min-delay path is input port to output pin.

Placed design:
- The run puts the post-detailed-placement half-perimeter wirelength at 619 um.
- The run puts the weighted congestion at the end of routability-driven global placement at 0.723.
- The run puts the tally of buffers added on design ports at 11.
==> power breakdown <==
group | internal [W] | switching [W]
Sequential | 0 | 0
Clock | 0 | 0
Combinational | 0.000108 | 0.0000808
Total | 0.000108 | 0.0000808
==> layout make-up <==
class	count	area, um2	share of cell area
repair buffers	26	228	0.415
well taps	46	57.6	0.105
inverters	3	11.3	0.0205
multi-input cells	24	253	0.460
==> what timing repair did <==
item                                    4_1_cts  5_1_grt
resized                                      69        7
buffers inserted                              7        0
pin swaps                                     8        5
cloned                                        0        0
endpoints found under the setup margin        7        7
==> metal layers <==
layer | share of wire | global-route usage
met2 | 0.46 | 0.0457
met5 | 0 | 0
met4 | 0.0072 | 0
met3 | 0.12 | 0.0114
met1 | 0.41 | 0.0402
==> cells by family after synthesis <==
| logic type | Yosys count | synth area share |
|---|---|---|
| and+or+nand+nor | 10 | 0.239 |
| buffers and inverters | 13 | 0.364 |
| xor gates and xnor gates | 1 | 0.0381 |
| AOI/OAI and AO/OA | 13 | 0.359 |
==> path summary, 6_finish.rpt <==
path | startpoint | endpoint | cells past startpoint | slack [ns]
worst max-delay path | SW[0] | HEX0[0] | 5 | -0.16
worst min-delay path | SW[3] | HEX0[2] | 4 | 0.82
==> layout by cell type (no fill, tap or decap), types with 2 or more instances in the layout <==
| master | n |
|---|---|
| a21oi_2 | 2 |
| o22ai_2 | 2 |
| buf_4 | 6 |
| buf_8 | 2 |
| buf_6 | 10 |
| buf_2 | 7 |
| inv_1 | 2 |
==> worst max-delay path: stages <==
cell,delay (ns)
buf_8,0.10
or3_4,0.38
buf_6,0.13
o22ai_4,0.16
buf_2,0.12
==> stage by stage <==
step	hold slack (ns)	TNS (ns)	cells	setup slack [ns]	area (um2)
2_1_floorplan	0.671	-0.0960	37	-0.0960	230
3_3_place_gp	1.51	-5.93	92	-0.904	385
4_1_cts	0.850	-0.554	99	-0.173	528
5_1_grt	0.850	-0.770	99	-0.205	549
3_5_place_dp	1.49	-6.18	92	-0.964	385
6_report	0.822	-0.509	99	-0.164	549
Power is estimated from default activity; no workload was simulated.
